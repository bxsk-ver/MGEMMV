**/design/flow/config.mk**
```make
export PLATFORM = sky130hd
export DESIGN_NAME = PE_row_golden
export DESIGN_NICKNAME = PE_row_golden
export VERILOG_FILES = /design/flow/design.v
export SDC_FILE = /design/flow/constraint.sdc
export NUM_CORES = 4
export LEC_CHECK = 1
export CORE_UTILIZATION = 30
```
**/design/flow/constraint.sdc**
```tcl
current_design PE_row_golden

set clk_period 19.4
set clk_io_pct 0.2

create_clock -name clk0 -period $clk_period [get_ports {clk}]

set non_clock_inputs [all_inputs -no_clocks]
set_input_delay [expr $clk_period * $clk_io_pct] -clock clk0 $non_clock_inputs
set_output_delay [expr $clk_period * $clk_io_pct] -clock clk0 [all_outputs]
```
**/design/flow/design.v**
```verilog
module PE#(
    parameter data_width = 24
    )
    (
    input wire clk,                         
    input wire rst_n,                 
    input wire w_en,
    input wire w_compute,     
    input wire [data_width - 1 : 0] active_left,
    output reg [data_width - 1 : 0] active_right,
    input wire [data_width * 2 - 1 : 0] in_sum,
    output reg [data_width * 2 - 1 : 0] out_sum,
    input wire [data_width - 1 : 0] in_weight_above,
    output reg [data_width - 1 : 0] out_weight_below
	);
	always @(negedge rst_n or posedge clk) begin
        if(~rst_n) begin
            out_weight_below <= {data_width {1'b0}};
            active_right <= {data_width {1'b0}};
            out_sum <= {data_width * 2 {1'b0}};
        end else if (w_en) begin
            out_weight_below <= in_weight_above;
        end else if (w_compute) begin 
            active_right <= active_left;
            out_sum <= out_weight_below * active_left + in_sum;
        end
    end
endmodule
module PE_row_golden #(
    parameter data_width = 24,
    parameter  w_tile_column_size = 13
    )
	(
    input wire clk,                         
    input wire rst_n,                       
	input wire w_en,
	input wire w_compute,
	input wire [data_width - 1 :0] active_left,
    output wire [data_width - 1 :0] active_right,
	input wire [data_width * w_tile_column_size - 1 :0] in_weight_above,
	output wire [data_width * w_tile_column_size - 1 :0] out_weight_below,
	input wire [data_width * 2 * w_tile_column_size - 1 : 0] in_sum,
	output wire [data_width * 2 * w_tile_column_size - 1 : 0] out_sum
	);
	wire [data_width * (w_tile_column_size + 1) - 1 :0] active_right_temp;
    assign active_right_temp [data_width - 1 : 0] = active_left;
	genvar i;
    generate
        for(i = w_tile_column_size - 1; i >= 0; i = i - 1) begin  
            PE #(
            .data_width(data_width)
            )
            PE_unit0(
            .clk(clk),
            .rst_n(rst_n),
            .w_en(w_en),
            .w_compute(w_compute),
            .active_left(active_right_temp[(i+1) * data_width - 1 : i * data_width]),
            .active_right(active_right_temp[(i+2) * data_width - 1 : (i+1) * data_width]),
            .in_sum(in_sum[(i+1) * data_width * 2 - 1 : i * data_width * 2]),
            .out_sum(out_sum[(i+1) * data_width * 2 - 1 : i * data_width * 2]),
            .in_weight_above(in_weight_above[(i+1) * data_width - 1 : i * data_width]),
            .out_weight_below(out_weight_below[(i+1) * data_width - 1 : i * data_width])
            );    
        end 
    endgenerate
    assign active_right = active_right_temp [data_width * (w_tile_column_size + 1) - 1 : data_width * w_tile_column_size - 1];
endmodule
```
**/design/flow/run.sh**
```bash
#!/bin/bash
# OpenROAD 26Q1-2900-gdf79404cd8, Yosys 0.63+post, stock flow scripts
make -C /OpenROAD-flow-scripts/flow DESIGN_CONFIG=/design/flow/config.mk WORK_HOME=/design/flow/orfs finish
```
==> notes.md <==
flow finished, numbers: status=finished, final reports clean, Worst setup SP type=input pin, post-layout period usage=0.560, remaining antenna violation count=0, Remaining DRCs=0, mapped cell area=307,000 µm², number of maximum-capacitance violations=0, total number of H-tree levels=4, Hold/Removal Path Class=reg -> reg, combined global-route utilization of all metal layers=0.238, postcts setup bufs=0, Routed WL=1150 mm, Finish-stage setup viols=0, Tightest Pin Transition=1.18 ns, Fin Clk Skew=0.133 ns, total clock buffers created by CTS=198, core footprint=1,020,000 µm², worst-path maximum fanout=25, count of TritonRoute iterations in the first routing pass=6, RSZ-0062 raised after global routing=no, clock tree from TritonCTS=done, worst-skew pair later-pin latency=1.09 ns, layout-stage area growth over the synthesis result=13.9%, total number of placement rows=371, mean instance size in the synthesized netlist=9.01 µm², synthesis area per yosys=307,000 µm², number of buffers on the longest clock path=5, Floorplan Utilization=0.301, # clock sinks=1,247, fin. max-slew vios=0, die extent in y=1.01 mm, Final Hold Viols=0, finished layout cell area=350,000 µm², die area=1,030,000 µm², Period minus WS final=10.87 ns, via-per-instance ratio=4.68, cells in synth_stat.txt=34,100, share of async-settable or async-resettable flops after synthesis=1.00, number of buffers inserted by port buffering=1,923, cell count after placement=48,600, yosys warning tally=1, startpoint-to-endpoint class of the critical path=in -> reg, Detailed Route Iter0 Violations=10,400, sequential-to-total area share from yosys stat=0.102, total number of warnings across the stage logs=32, largest net degree at the start of global routing=134, average wire per standard cell=23.3 µm, GPL Wtd Cong=0.987, number of vias in the routed layout=230,000, clock-pin slew on the worst setup and hold paths=0.06 ns, critical path required time=20.29 ns, Rel. slew slack=0.206, width of the die=1.01 mm, Top Ports=1,924, Worst Path Arrival=11.76 ns, kind of capture point of the worst setup path=register, library cell used as clock root buffer=sky130_fd_sc_hd__clkbuf_16, Distinct lib cells used=78, number of synthesized flops with an enable pin=0, first-pass GRT wire length=1700 mm, utilization after layout=0.343, Gates resized, CTS repair=0, vias in the first global route=252,000, number of buffers added to fix hold violations after cts=0, area of placed instances=343,000 µm², antenna violations before repair=222, summed negative setup slack over all endpoints=0 ns, fraction of final layout cells sized beyond drive strength 1=0.0414, Final Instance Count excl. Fillers=49,200, overall overflow remaining after global route=0, post-synthesis register bit count=1,247, Peak Freq=92.0 MHz, DP HPWL=950 mm, Post-Syn Instances=34,100, top flip-flop cell by instance count after synthesis=sky130_fd_sc_hd__dfrtp_1
[synth_stat cells (19+ instances only)]
master                     number  area (µm²)
sky130_fd_sc_hd__a211oi_1      50         375
sky130_fd_sc_hd__a221oi_1      19         166
sky130_fd_sc_hd__or3_1         27         169
sky130_fd_sc_hd__clkbuf_1    1710        6420
sky130_fd_sc_hd__a21oi_1      603        3020
sky130_fd_sc_hd__buf_1         22        82.6
sky130_fd_sc_hd__nand2_1     5797       21800
sky130_fd_sc_hd__fa_1        6851      137000
sky130_fd_sc_hd__dfrtp_1     1247       31200
sky130_fd_sc_hd__a21o_1       372        2790
sky130_fd_sc_hd__ha_1        2210       27700
sky130_fd_sc_hd__o211ai_1      48         360
sky130_fd_sc_hd__and3_1        63         394
sky130_fd_sc_hd__nand2b_1      53         332
sky130_fd_sc_hd__o21bai_1     107         803
sky130_fd_sc_hd__o21ai_0      790        3950
sky130_fd_sc_hd__nor3_1        69         345
sky130_fd_sc_hd__xnor2_1      359        3140
sky130_fd_sc_hd__nor2_1       276        1040
sky130_fd_sc_hd__mux2_2       315        3550
sky130_fd_sc_hd__nor2b_1       47         294
sky130_fd_sc_hd__inv_1       8289       31100
sky130_fd_sc_hd__and2_1      3729       23300
sky130_fd_sc_hd__a31oi_1       76         475
sky130_fd_sc_hd__o21ai_1       28         140
sky130_fd_sc_hd__nand4_1      136         851
sky130_fd_sc_hd__o31ai_1       60         450
sky130_fd_sc_hd__o21a_1        47         353
sky130_fd_sc_hd__buf_4         24         180
sky130_fd_sc_hd__xor2_1       220        1930
sky130_fd_sc_hd__nand3_1      141         706
[routing by layer]
metal  wire, µm  GRT usage  part of all wire
met4      74200      0.117             0.065
met1     419000      0.289              0.37
met2     504000      0.349              0.44
met5       1660    0.00621            0.0014
met3     147000      0.128              0.13
[layout by cell type, fill, tap and decap left out, types with 199 or more instances in the layout]
cell type                         Yosys  routed
sky130_fd_sc_hd__a21o_1             372     372
sky130_fd_sc_hd__inv_1             8289    8289
sky130_fd_sc_hd__diode_2              0     210
sky130_fd_sc_hd__o21ai_0            790     789
sky130_fd_sc_hd__and2_1            3729    3729
sky130_fd_sc_hd__fa_1              6851    6851
sky130_fd_sc_hd__clkbuf_16            0     199
sky130_fd_sc_hd__xor2_1             220     220
sky130_fd_sc_hd__nand2_1           5797    5797
sky130_fd_sc_hd__ha_1              2210    2210
sky130_fd_sc_hd__dfrtp_1           1247    1240
sky130_fd_sc_hd__mux2_2             315     315
sky130_fd_sc_hd__xnor2_1            359     356
sky130_fd_sc_hd__nor2_1             276     276
sky130_fd_sc_hd__buf_4               24     756
sky130_fd_sc_hd__clkdlybuf4s50_1      0    1919
sky130_fd_sc_hd__a21oi_1            603     603
[kinds of logic after synthesis]
kind of cell	after synthesis	synth area share
simple gates	10400	0.162
buf+inv	10000	0.123
fa+ha+maj	9061	0.537
compound gates	2417	0.0483
flops	1247	0.102
xor+xnor	579	0.0165
mux	318	0.0116
[sequential cells by signal, summed over array words and instances (netlist names)]
name	cells
genblk1.PE_unit0.active_right	311
genblk1.PE_unit0.out_sum	624
genblk1.PE_unit0.out_weight_below	312
[metrics by stage]
step           setup WS [ns]  hold WS, ns
6_report                8.53        0.460
5_1_grt                 8.23        0.493
3_5_place_dp            7.62        0.450
3_3_place_gp            7.65        0.453
2_1_floorplan           8.89        0.414
4_1_cts                 8.66        0.459
[worst max-delay path, stage by stage]
cell                              delay (ns)
sky130_fd_sc_hd__clkdlybuf4s50_1        0.47
sky130_fd_sc_hd__buf_4                  0.44
sky130_fd_sc_hd__nand2_1                0.16
sky130_fd_sc_hd__fa_1                   0.54
sky130_fd_sc_hd__inv_1                  0.07
sky130_fd_sc_hd__fa_1                   0.47
sky130_fd_sc_hd__inv_1                  0.06
sky130_fd_sc_hd__fa_1                   0.48
sky130_fd_sc_hd__fa_1                   0.55
sky130_fd_sc_hd__inv_1                  0.06
sky130_fd_sc_hd__fa_1                   0.56
sky130_fd_sc_hd__fa_1                   0.52
sky130_fd_sc_hd__inv_1                  0.06
sky130_fd_sc_hd__fa_1                   0.49
sky130_fd_sc_hd__inv_1                  0.05
sky130_fd_sc_hd__ha_1                   0.35
sky130_fd_sc_hd__a21o_1                 0.20
sky130_fd_sc_hd__a21o_1                 0.17
sky130_fd_sc_hd__a21oi_1                0.19
sky130_fd_sc_hd__o21ai_0                0.14
sky130_fd_sc_hd__a31oi_1                0.49
sky130_fd_sc_hd__o21ai_1                0.34
sky130_fd_sc_hd__a221oi_1               0.49
sky130_fd_sc_hd__o21ai_0                0.18
sky130_fd_sc_hd__xnor2_1                0.15
sky130_fd_sc_hd__o21ai_0                0.16
[cell type report]
cell class	count	area (µm²)
multi-input cells	22800	238000
clock inverters	102	1310
well taps	13600	17000
clock buffers	245	5420
repair buffers	2685	25100
flip-flops and latches	1247	31200
fillers	102000	670000
diodes	210	526
inverters	8289	31100
[worst paths after layout]
kind	startpoint	end	slack, ns	cells past startpoint
setup / recovery	active_left[4]	genblk1[0].PE_unit0.out_sum[44]$_DFFE_PN0P_	8.53	26
hold reg to reg	genblk1[11].PE_unit0.active_right[0]$_DFFE_PN0P_	genblk1[12].PE_unit0.active_right[0]$_DFFE_PN0P_	0.46	2
setup reg to reg	genblk1[6].PE_unit0.out_weight_below[11]$_DFFE_PN0P_	genblk1[6].PE_unit0.out_sum[40]$_DFFE_PN0P_	10.41	26
max in group asynchronous	rst_n	genblk1[5].PE_unit0.active_right[0]$_DFFE_PN0P_	13.02	6
min in group asynchronous	rst_n	genblk1[8].PE_unit0.out_weight_below[17]$_DFFE_PN0P_	2.86	1
hold / removal	genblk1[11].PE_unit0.active_right[0]$_DFFE_PN0P_	genblk1[12].PE_unit0.active_right[0]$_DFFE_PN0P_	0.46	2
