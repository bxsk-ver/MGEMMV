==> design.v <==
module GP_Gen_1_16 #(
    parameter width=16
)( 
    input wire [width:1] p,
    input wire [width:1] g,
    output wire [width:1] P,
    output wire [width:1] G
);
    wire p_9_16, p_9_15, p_9_14, p_9_13, p_9_12, p_9_11, p_9_10, p_9_9;
    wire g_9_16, g_9_15, g_9_14, g_9_13, g_9_12, g_9_11, g_9_10, g_9_9;
    GP_Gen_1_8 #(.width(8)) u0 (.p(p[8:1]), .g(g[8:1]), .P(P[8:1]), .G(G[8:1]));
    GP_Gen_1_8 #(.width(8)) u1 (.p(p[16:9]), .g(g[16:9]), .P({p_9_16, p_9_15, p_9_14, p_9_13, p_9_12, p_9_11, p_9_10, p_9_9}), .G({g_9_16, g_9_15, g_9_14, g_9_13, g_9_12, g_9_11, g_9_10, g_9_9}));
    assign P[9] = P[8] & p_9_9;
    assign G[9] = g_9_9 | (G[8] & p_9_9);
    assign P[10] = P[8] & p_9_10;
    assign G[10] = g_9_10 | (G[8] & p_9_10);
    assign P[11] = P[8] & p_9_11;
    assign G[11] = g_9_11 | (G[8] & p_9_11);
    assign P[12] = P[8] & p_9_12;
    assign G[12] = g_9_12 | (G[8] & p_9_12);
    assign P[13] = P[8] & p_9_13;
    assign G[13] = g_9_13 | (G[8] & p_9_13);
    assign P[14] = P[8] & p_9_14;
    assign G[14] = g_9_14 | (G[8] & p_9_14);
    assign P[15] = P[8] & p_9_15;
    assign G[15] = g_9_15 | (G[8] & p_9_15);
    assign P[16] = P[8] & p_9_16;
    assign G[16] = g_9_16 | (G[8] & p_9_16);
endmodule
module GP_Gen_1_8 #(
    parameter width=8
)( 
    input wire [width:1] p,
    input wire [width:1] g,
    output wire [width:1] P,
    output wire [width:1] G
);
    wire p_5_8, p_5_7, p_5_6, p_5_5;
    wire g_5_8, g_5_7, g_5_6, g_5_5;
    GP_Gen_1_4 #(.width(4)) u0 (.p(p[4:1]), .g(g[4:1]), .P(P[4:1]), .G(G[4:1]));
    GP_Gen_1_4 #(.width(4)) u1 (.p(p[8:5]), .g(g[8:5]), .P({p_5_8, p_5_7, p_5_6, p_5_5}), .G({g_5_8, g_5_7, g_5_6, g_5_5}));
    assign P[5] = P[4] & p_5_5;
    assign G[5] = g_5_5 | (G[4] & p_5_5);
    assign P[6] = P[4] & p_5_6;
    assign G[6] = g_5_6 | (G[4] & p_5_6);
    assign P[7] = P[4] & p_5_7;
    assign G[7] = g_5_7 | (G[4] & p_5_7);
    assign P[8] = P[4] & p_5_8;
    assign G[8] = g_5_8 | (G[4] & p_5_8);
endmodule
module GP_Gen_1_4 #(
    parameter width=4
)( 
    input wire [width:1] p,
    input wire [width:1] g,
    output wire [width:1] P,
    output wire [width:1] G
);
    wire p_3_4, p_3_3;
    wire g_3_4, g_3_3;
    GP_Gen_1_2 #(.width(2)) u0 (.p(p[2:1]), .g(g[2:1]), .P(P[2:1]), .G(G[2:1]));
    GP_Gen_1_2 #(.width(2)) u1 (.p(p[4:3]), .g(g[4:3]), .P({p_3_4, p_3_3}), .G({g_3_4, g_3_3}));
    assign P[3] = P[2] & p_3_3;
    assign G[3] = g_3_3 | (G[2] & p_3_3);
    assign P[4] = P[2] & p_3_4;
    assign G[4] = g_3_4 | (G[2] & p_3_4);
endmodule
module GP_Gen_1_2 #(
    parameter width=2
)(
    input wire [width:1] p,
    input wire [width:1] g,
    output wire [width:1] P,
    output wire [width:1] G
);
    assign P[1] = p[1];
    assign P[2] = p[1] & p[2];
    assign G[1] = g[1];
    assign G[2] = g[2] | (g[1] & p[2]);
endmodule
module GP_Gen_1_1 #(
    parameter width=1
)(
    input wire p,
    input wire g,
    output wire P,
    output wire G
);
    assign P = p;
    assign G = g;
endmodule
module PPA_Sklansky_49bit #(
    parameter width=49
)(
    input wire [width-1:0] A,
    input wire [width-1:0] B,
    input wire cin,
    output wire [width-1:0] S,
    output wire cout
);
    wire [width-1:0] p, g;
    wire [width-1:0] P, G;
    wire [width:0] c_temp;
    assign c_temp[0] = cin;
    assign p = A ^ B;
    assign g = A & B;
    GP_Gen_1_49 #(.width(49)) u0 (
        .p(p),
        .g(g),
        .P(P),
        .G(G)
    );
    genvar i;
    generate
        for (i = 1; i < width + 1; i = i + 1) begin
            assign c_temp[i] = G[i-1] | (P[i-1] & c_temp[i - 1]);
        end
    endgenerate
    assign S = c_temp[width-1:0] ^ p;
    assign cout = c_temp[width];
endmodule
module GP_Gen_1_49 #(
    parameter width=49
)( 
    input wire [width:1] p,
    input wire [width:1] g,
    output wire [width:1] P,
    output wire [width:1] G
);
    wire p_33_49, p_33_48, p_33_47, p_33_46, p_33_45, p_33_44, p_33_43, p_33_42, p_33_41, p_33_40, p_33_39, p_33_38, p_33_37, p_33_36, p_33_35, p_33_34, p_33_33;
    wire g_33_49, g_33_48, g_33_47, g_33_46, g_33_45, g_33_44, g_33_43, g_33_42, g_33_41, g_33_40, g_33_39, g_33_38, g_33_37, g_33_36, g_33_35, g_33_34, g_33_33;
    GP_Gen_1_32 #(.width(32)) u0 (.p(p[32:1]), .g(g[32:1]), .P(P[32:1]), .G(G[32:1]));
    GP_Gen_1_17 #(.width(17)) u1 (.p(p[49:33]), .g(g[49:33]), .P({p_33_49, p_33_48, p_33_47, p_33_46, p_33_45, p_33_44, p_33_43, p_33_42, p_33_41, p_33_40, p_33_39, p_33_38, p_33_37, p_33_36, p_33_35, p_33_34, p_33_33}), .G({g_33_49, g_33_48, g_33_47, g_33_46, g_33_45, g_33_44, g_33_43, g_33_42, g_33_41, g_33_40, g_33_39, g_33_38, g_33_37, g_33_36, g_33_35, g_33_34, g_33_33}));
    assign P[33] = P[32] & p_33_33;
    assign G[33] = g_33_33 | (G[32] & p_33_33);
    assign P[34] = P[32] & p_33_34;
    assign G[34] = g_33_34 | (G[32] & p_33_34);
    assign P[35] = P[32] & p_33_35;
    assign G[35] = g_33_35 | (G[32] & p_33_35);
    assign P[36] = P[32] & p_33_36;
    assign G[36] = g_33_36 | (G[32] & p_33_36);
    assign P[37] = P[32] & p_33_37;
    assign G[37] = g_33_37 | (G[32] & p_33_37);
    assign P[38] = P[32] & p_33_38;
    assign G[38] = g_33_38 | (G[32] & p_33_38);
    assign P[39] = P[32] & p_33_39;
    assign G[39] = g_33_39 | (G[32] & p_33_39);
    assign P[40] = P[32] & p_33_40;
    assign G[40] = g_33_40 | (G[32] & p_33_40);
    assign P[41] = P[32] & p_33_41;
    assign G[41] = g_33_41 | (G[32] & p_33_41);
    assign P[42] = P[32] & p_33_42;
    assign G[42] = g_33_42 | (G[32] & p_33_42);
    assign P[43] = P[32] & p_33_43;
    assign G[43] = g_33_43 | (G[32] & p_33_43);
    assign P[44] = P[32] & p_33_44;
    assign G[44] = g_33_44 | (G[32] & p_33_44);
    assign P[45] = P[32] & p_33_45;
    assign G[45] = g_33_45 | (G[32] & p_33_45);
    assign P[46] = P[32] & p_33_46;
    assign G[46] = g_33_46 | (G[32] & p_33_46);
    assign P[47] = P[32] & p_33_47;
    assign G[47] = g_33_47 | (G[32] & p_33_47);
    assign P[48] = P[32] & p_33_48;
    assign G[48] = g_33_48 | (G[32] & p_33_48);
    assign P[49] = P[32] & p_33_49;
    assign G[49] = g_33_49 | (G[32] & p_33_49);
endmodule
module GP_Gen_1_32 #(
    parameter width=32
)( 
    input wire [width:1] p,
    input wire [width:1] g,
    output wire [width:1] P,
    output wire [width:1] G
);
    wire p_17_32, p_17_31, p_17_30, p_17_29, p_17_28, p_17_27, p_17_26, p_17_25, p_17_24, p_17_23, p_17_22, p_17_21, p_17_20, p_17_19, p_17_18, p_17_17;
    wire g_17_32, g_17_31, g_17_30, g_17_29, g_17_28, g_17_27, g_17_26, g_17_25, g_17_24, g_17_23, g_17_22, g_17_21, g_17_20, g_17_19, g_17_18, g_17_17;
    GP_Gen_1_16 #(.width(16)) u0 (.p(p[16:1]), .g(g[16:1]), .P(P[16:1]), .G(G[16:1]));
    GP_Gen_1_16 #(.width(16)) u1 (.p(p[32:17]), .g(g[32:17]), .P({p_17_32, p_17_31, p_17_30, p_17_29, p_17_28, p_17_27, p_17_26, p_17_25, p_17_24, p_17_23, p_17_22, p_17_21, p_17_20, p_17_19, p_17_18, p_17_17}), .G({g_17_32, g_17_31, g_17_30, g_17_29, g_17_28, g_17_27, g_17_26, g_17_25, g_17_24, g_17_23, g_17_22, g_17_21, g_17_20, g_17_19, g_17_18, g_17_17}));
    assign P[17] = P[16] & p_17_17;
    assign G[17] = g_17_17 | (G[16] & p_17_17);
    assign P[18] = P[16] & p_17_18;
    assign G[18] = g_17_18 | (G[16] & p_17_18);
    assign P[19] = P[16] & p_17_19;
    assign G[19] = g_17_19 | (G[16] & p_17_19);
    assign P[20] = P[16] & p_17_20;
    assign G[20] = g_17_20 | (G[16] & p_17_20);
    assign P[21] = P[16] & p_17_21;
    assign G[21] = g_17_21 | (G[16] & p_17_21);
    assign P[22] = P[16] & p_17_22;
    assign G[22] = g_17_22 | (G[16] & p_17_22);
    assign P[23] = P[16] & p_17_23;
    assign G[23] = g_17_23 | (G[16] & p_17_23);
    assign P[24] = P[16] & p_17_24;
    assign G[24] = g_17_24 | (G[16] & p_17_24);
    assign P[25] = P[16] & p_17_25;
    assign G[25] = g_17_25 | (G[16] & p_17_25);
    assign P[26] = P[16] & p_17_26;
    assign G[26] = g_17_26 | (G[16] & p_17_26);
    assign P[27] = P[16] & p_17_27;
    assign G[27] = g_17_27 | (G[16] & p_17_27);
    assign P[28] = P[16] & p_17_28;
    assign G[28] = g_17_28 | (G[16] & p_17_28);
    assign P[29] = P[16] & p_17_29;
    assign G[29] = g_17_29 | (G[16] & p_17_29);
    assign P[30] = P[16] & p_17_30;
    assign G[30] = g_17_30 | (G[16] & p_17_30);
    assign P[31] = P[16] & p_17_31;
    assign G[31] = g_17_31 | (G[16] & p_17_31);
    assign P[32] = P[16] & p_17_32;
    assign G[32] = g_17_32 | (G[16] & p_17_32);
endmodule
module GP_Gen_1_17 #(
    parameter width=17
)( 
    input wire [width:1] p,
    input wire [width:1] g,
    output wire [width:1] P,
    output wire [width:1] G
);
    wire p_17_17;
    wire g_17_17;
    GP_Gen_1_16 #(.width(16)) u0 (.p(p[16:1]), .g(g[16:1]), .P(P[16:1]), .G(G[16:1]));
    GP_Gen_1_1 #(.width(1)) u1 (.p(p[17]), .g(g[17]), .P({p_17_17}), .G({g_17_17}));
    assign P[17] = P[16] & p_17_17;
    assign G[17] = g_17_17 | (G[16] & p_17_17);
endmodule
==> run.sh <==
#!/bin/bash
# OpenROAD 26Q1-2900-gdf79404cd8, Yosys 0.63+post, stock flow scripts
make -C /OpenROAD-flow-scripts/flow DESIGN_CONFIG=/design/flow/config.mk WORK_HOME=/design/flow/orfs finish
==> config.mk <==
export PLATFORM = sky130hd
export DESIGN_NAME = PPA_Sklansky_49bit
export DESIGN_NICKNAME = PPA_Sklansky_49bit
export VERILOG_FILES = /design/flow/design.v
export SDC_FILE = /design/flow/constraint.sdc
export NUM_CORES = 4
export LEC_CHECK = 1
export CORE_UTILIZATION = 40
==> constraint.sdc <==
current_design PPA_Sklansky_49bit

set clk_period 32.9
set clk_io_pct 0.2

create_clock -name clk0 -period $clk_period

set non_clock_inputs [all_inputs -no_clocks]
set_input_delay [expr $clk_period * $clk_io_pct] -clock clk0 $non_clock_inputs
set_output_delay [expr $clk_period * $clk_io_pct] -clock clk0 [all_outputs]
==> results.txt <==
Implementation results

The last weighted congestion value of the routability-driven placer is between 0.8 and 0.9. The die covers 0.00750 mm^2. The shortest clock period the worst path allows after layout is roughly 17,000 ps. The run finished with clean final reports. The report shows a maximum critical-path fanout of 8.

In the final layout, the fill cell count is roughly 620. Summing every instance area after synthesis gives between 0.002 and 0.003 mm^2. The largest net degree at the start of global routing is 9. The most critical hold endpoint after final layout shows a slack of 14,190 ps.

The die is a little under 90 um tall. The ratio of final minimum period to clock period is 51.8%. The layout sequential cell count is 0.

The worst setup path is launched from an input pin. For the final routed database, the setup TNS stands at 0 ps. The number of antenna violations at the first check in global routing is 0.

The slew at the pin with the worst max-slew slack is 613 ps. Averaged over all synthesized cells, the footprint is between 7 and 8 um^2. The via count of the first global-routing pass is approximately 3,100. Hold-check failures listed in the final report amount to 0. The detailed placement HPWL is 7430 um. The area fraction of the largest cell type after synthesis is a little over a fifth.

According to the timing report, the critical path is launched from B[10]. The total of clock buffers placed in the layout is 0. The first global-routing pass estimated 14,000 um of wire. Timing would allow up to around 59 MHz.

The startpoint of the lowest-slack hold path is cin. The synthesis warning total is 0. The count of instantiated cells in the yosys netlist is between 300 and 400. STA reports the tightest min-delay check as being of type in -> out. The yosys stat chip area is 0.00286 mm^2. Per the detail_route report, vias per standard cell equal ~5.4. The final instance count without filler cells is about 640. Setup repair after global routing left no endpoint under its margin.

Once iteration 0 of detailed routing completed, the report listed between 100 and 150 DRC markers. The cell depth of the worst min-delay path is 5. The floorplan step records an initial core utilization of around two fifths.

The largest total area in the synthesized netlist belongs to sky130_fd_sc_hd__ha_1. TritonRoute reported its final design rule violation total as 0. The repair_antennas step left the layout with diodes totalling 0. The iteration count recorded for the first detailed-route pass is 4. The worst-case max-slew headroom was logged as about 59%. The sequential cells in the finished layout cover a total of 0 um^2. Per the power-grid run, VDD falls by no more than 0.0000112 V.

The sum of overflow across all layers after global routing is 0. Before CTS, the worst setup slack after placement is ~16,000 ps. The leakage power figure is 0.00184 uW. The total number of vias is 3,451. The floorplan has 30 rows. The number of gates given a new drive strength after cts is 0. Synthesis instantiated between 60 and 70 different standard cells from the library. The report counts max-capacitance violations totalling 0. The final number of setup-violating endpoints is 0. The post-synthesis sequential area ratio is 0%. The OpenROAD warning count is 33. The report lists the power per cell area as 21.0 mW/mm^2. The top cell type by instance count after synthesis is sky130_fd_sc_hd__ha_1.

The die is between 80 and 90 um wide. Ranked by total cell area, the synthesized netlist is headed by sky130_fd_sc_hd__ha_1 (21%), sky130_fd_sc_hd__xnor2_1 (7.3%), sky130_fd_sc_hd__xor2_1 (5.2%), sky130_fd_sc_hd__a21o_1 (5.0%), sky130_fd_sc_hd__nor2_1 (4.7%). The terminating pin of the worst hold path is S[0]. The area of the placeable core is a little under 0.007 mm^2. The total count of max-transition violations in the final report is 0. The category of the worst setup path capture point is an output pin. After clock tree synthesis, the flow added hold-fix buffers numbering 0. The number of buffer cells added on primary ports is about 150. The cell total after placement is roughly 640.

The fraction of layout cells with a size suffix above 1 is between 3 and 4%. Summed over all routing layers, the global router reports a total usage of around 22%. Per the run report, area growth between synthesis and finish was 55.7%. The required time of the critical path is between 20,000 and 30,000 ps. By startpoint and endpoint, the worst setup path is classified as in -> out. The cell count after synthesis came out at roughly 400. The critical path arrival is between 10,000 and 15,000 ps. The routed wire length per instance is roughly 13 um.

The number of setup buffers added after CTS is 0. During I/O placement, the number of pins put on the boundary was ~150. The final antenna-violating net count is 0. The total routed wirelength is between 8000 and 9000 um. The final worst-path setup slack is approximately 16,000 ps.

By count the netlist is led by sky130_fd_sc_hd__ha_1 (49), sky130_fd_sc_hd__nor2_1 (36), sky130_fd_sc_hd__nand2_1 (31).
[cell usage in the layout (no fill, tap or decap), types with 12 or more instances in the layout]
cell type,n
sky130_fd_sc_hd__xnor2_1,24
sky130_fd_sc_hd__a21o_1,19
sky130_fd_sc_hd__nand2_1,31
sky130_fd_sc_hd__nor2_1,36
sky130_fd_sc_hd__ha_1,49
sky130_fd_sc_hd__nand3_1,14
sky130_fd_sc_hd__a31oi_1,12
sky130_fd_sc_hd__inv_1,12
sky130_fd_sc_hd__xor2_1,17
sky130_fd_sc_hd__a21oi_1,26
sky130_fd_sc_hd__o21ai_0,14
sky130_fd_sc_hd__clkdlybuf4s50_1,149
[critical path: stages]
cell                              delay (ps)
sky130_fd_sc_hd__clkdlybuf4s50_1         410
sky130_fd_sc_hd__ha_1                    440
sky130_fd_sc_hd__o21ai_1                 140
sky130_fd_sc_hd__a211oi_1                410
sky130_fd_sc_hd__o21ai_1                 160
sky130_fd_sc_hd__a21oi_1                 430
sky130_fd_sc_hd__a211oi_2                150
sky130_fd_sc_hd__a21oi_2                 320
sky130_fd_sc_hd__a211oi_2                130
sky130_fd_sc_hd__a31oi_1                 470
sky130_fd_sc_hd__a31oi_1                 190
sky130_fd_sc_hd__xnor2_1                 160
sky130_fd_sc_hd__clkdlybuf4s50_1         470
[layer usage]
| metal | vias to the layer above | GRT usage [%] | share of wire, % |
|---|---|---|---|
| li1 | 1819 | - | - |
| met1 | 1494 | 33.8 | 50 |
| met2 | 134 | 36.1 | 43 |
| met3 | 4 | 2.71 | 7.2 |
| met4 | 0 | 1.21 | 0.49 |
| met5 | - | 0 | 0 |
[cell type report]
cell class / count / area, um^2 / share of cell area, %
Multi-Input combinational cell: 379 / 2800 / 62.8
Timing Repair Buffer: 149 / 1490 / 33.5
Tap cell: 96 / 120 / 2.70
Inverter: 12 / 45.0 / 1.01
[cells by family after synthesis]
logic type,Yosys count,synth area share (%)
AND-OR/OR-AND,140,35.9
XOR/XNOR,41,12.5
adder cells (fa/ha/maj),50,22.1
buffers and inverters,14,2.14
AND/OR/NAND/NOR,148,27.3
[power breakdown]
part	switching [uW]	internal [uW]
combinational	37.0	56.6
clock	0	0
sequential	0	0
[through the flow]
stage               utilization, %  cell area (um^2)  power (uW)
finish                        64.9              4460        93.6
global placement              64.9              4460        93.5
floorplan                        -              2860        46.3
detailed placement            64.9              4460        93.3
CTS                           64.9              4460        94.1
global route                  64.9              4460         103
[worst max-delay path by stage]
stage | end
CTS | S[44]
global route | S[44]
finish | S[44]
Power figures rest on the tool's default switching activity, not on a simulated workload.
